==> run.sh <==
#!/bin/bash
# OpenROAD 26Q1-2900-gdf79404cd8, Yosys 0.63+post, stock flow scripts
make -C /OpenROAD-flow-scripts/flow DESIGN_CONFIG=/design/flow/config.mk WORK_HOME=/design/flow/orfs finish
==> config.mk <==
export PLATFORM = sky130hd
export DESIGN_NAME = register_file
export DESIGN_NICKNAME = register_file
export VERILOG_FILES = /design/flow/design.v
export SDC_FILE = /design/flow/constraint.sdc
export NUM_CORES = 4
export LEC_CHECK = 1
export CORE_UTILIZATION = 40
==> constraint.sdc <==
current_design register_file

set clk_period 6.7
set clk_io_pct 0.2

create_clock -name clk0 -period $clk_period [get_ports {clk}]

set non_clock_inputs [all_inputs -no_clocks]
set_input_delay [expr $clk_period * $clk_io_pct] -clock clk0 $non_clock_inputs
set_output_delay [expr $clk_period * $clk_io_pct] -clock clk0 [all_outputs]
==> design.v <==
 `timescale 1ns / 1ns
 module register_file  
 (  
      input                    clk,  
      input                    rst,  
      input                    reg_write_en,  
      input          [3:0]     reg_write_dest,  
      input          [15:0]     reg_write_data,  
      input          [3:0]     reg_read_addr_1,  
      output          [15:0]     reg_read_data_1,  
      input          [3:0]     reg_read_addr_2,  
      output          [15:0]     reg_read_data_2  
 );  
      reg     [15:0]     reg_array [15:0];  
      always @ (posedge clk or posedge rst) begin  
           if(rst) begin  
                reg_array[0] <= 16'h0;  
                reg_array[1] <= 16'h0F00;  
                reg_array[2] <= 16'h0050;  
                reg_array[3] <= 16'hFF0F;  
                reg_array[4] <= 16'hF0FF;  
                reg_array[5] <= 16'h0040;  
                reg_array[6] <= 16'h0024;  
                reg_array[7] <= 16'h00FF;
                reg_array[8] <= 16'hAAAA;
                reg_array[9] <= 16'h0000;
                reg_array[10] <= 16'h0000;
                reg_array[11] <= 16'h0000;
                reg_array[12] <= 16'hFFFF;
                reg_array[13] <= 16'h0002;
                reg_array[14] <= 16'h0000;
                reg_array[15] <= 16'h0000;
           end  
           else begin  
                if(reg_write_en) begin  
                     reg_array[reg_write_dest] <= reg_write_data;
                end  
           end  
      end  
      assign reg_read_data_1 = ( reg_read_addr_1 == 0)? 16'b0 : reg_array[reg_read_addr_1];  
      assign reg_read_data_2 = ( reg_read_addr_2 == 0)? 16'b0 : reg_array[reg_read_addr_2];  
 endmodule  
==> run notes <==
Quick summary of the implementation run below.

The flow ran to the end, and the final reports show no timing, DRC or antenna violations. The area of the die came out at 35000 µm². Counting cells, the worst reg-to-reg path comes to 1.

The maximum ir drop on the vdd rail is 232 µV. The logic area came out at 7000 µm². The number of antenna violations at the first check in global routing is 0. Summed over all instances, the cell type with the most area after synthesis is sky130_fd_sc_hd__dfrtp_1.

The y dimension of the die is 187 µm. Per the synth log, the flip-flop and latch total comes to 240. The worst setup skew after layout came out at 0 ns. The sequential cell area in the final layout came out at 6090 µm².

At the pin with the least slew margin, the transition time is 1.15 ns. The HPWL after detailed placement came out at 35800 µm. Per the detail_route report, vias per standard cell equal 6.56. Setup repair after global routing left no endpoint under its margin.

The overall fraction of global-route tracks in use came out at 32.0%. The via count of the first global-routing pass came out at 11300. Sorting the synthesis cell report by count puts at the top sky130_fd_sc_hd__mux2_2. For this design the static power due to leakage is 6.27 nW.

The worst-case max-slew headroom was logged as 23.3%. The average footprint of a synthesized cell came out at 11.2 µm². The final period utilization is 87.9%. The critical path data required time is 5.36 ns.

The synthesized netlist has a Yosys-reported chip area of 13700 µm². The largest registers in the layout are reg_array x240. After layout, the minimum clock period comes to 5.89 ns. The count of flip-flops with a built-in enable after synthesis came out at 0.

The worst path arrival time is 4.55 ns. The final weighted congestion of routability-driven global placement came out at 1.04. The area growth from synthesis to layout came out at 13.7%. Looking at the clock tree report, the H-tree level count equals 1. Post-synth the commonest register cell is sky130_fd_sc_hd__dfrtp_1.

The largest driver fanout on the critical path came out at 14. The total via count after detailed routing is 11400. The quantity of gates resized following cts is 0. The number of inserted diodes is 0.

The register with the most flip-flops in the layout has 240 of them. In this run the critical register-to-register path is launched from reg_array[8][6]. For this design, Yosys synthesis ends with a cell count of 1224. The final cell count without fillers came out at 1735. The critical path starts at reg_read_addr_1[1]. The critical path is of the input port to output pin type. Per the TritonCTS log, the buffer count is 27. The register with the most flip-flops is reg_array.

At the later pin of the worst-skew pair, clock insertion delay measures 0.54 ns. The cell sitting at the root of the clock tree is a sky130_fd_sc_hd__clkbuf_16. The area inside the core boundary came out at 33600 µm². The type of the tightest min-delay check is flip-flop to flip-flop. The share of Yosys cell area claimed by the top area cell type came out at 31.7%.

Sorting the synthesized cells by how often they occur yields 224 x sky130_fd_sc_hd__mux2_2, 174 x sky130_fd_sc_hd__dfrtp_1, 88 x sky130_fd_sc_hd__a21oi_1. The count of filler cells inserted in the layout came out at 3062. The cts-stage hold buffer count came out at 0. The number of failing setup endpoints in the final timing report came out at 0. TritonCTS built the clock tree. The max-cap check violation count is 0. The post-CTS setup buffer count is 0. The number of I/O port buffers is 62. The sequential-to-total area share from yosys stat is 44.4%. The pre-antenna-repair detailed-routing pass consisted of 5 iterations. Per the post-route antenna check, the number of violating nets is 0.

The share of async-settable or async-resettable flops after synthesis came out at 100%. The count of cell types in the netlist is 73. The netlist area before placement came out at 13700 µm². The routed wire length per instance is 31.0 µm. The share of the core filled by cells before placement came out at 40.8%. The power per cell area came out at 297 nW/µm².

The maximum number of pins on one net before global-route repair came out at 56. The DRC violation count after routing is 0. The share of post-route cells with drive strength above 1 came out at 34.7%.

The warning count from the yosys run is 2. The clock tree buffer depth came out at 3. The number of instances in the placed design is 1686. The die boundary width came out at 187 µm. The number of standard cells after synthesis came out at 1224. For this design, the sink count on the clock tree is 240.

For the worst reg-to-reg path, the endpoint reported by OpenROAD is reg_array[8][6]. Following the worst setup path forward leads to its endpoint at reg_read_data_1[11]. The setup slack on the worst flop-to-flop path is 5.85 ns. The initialized floorplan defines 67 standard-cell rows.

The total length of routed wires is 53700 µm. The worst hold path cell count is 1. Per the final report, max-transition violations number 0. The global-route wire length before repair is 79000 µm. The tool warning count for the run is 25. Looking at hold timing, the worst path starts from reg_array[2][0].

The clock-pin slew of the registers on the worst-case setup and hold paths is 0.06 ns. The count of pins on the block boundary came out at 63. STA classifies the critical path startpoint as an input port. The final-report hold violation count came out at 0.

The remaining global-route overflow is 0. The main area contributors are sky130_fd_sc_hd__dfrtp_1 32%, sky130_fd_sc_hd__mux2_2 18%, sky130_fd_sc_hd__dfstp_2 13%. The sort of element at the end of the critical path is an output pin. The detailed router's first-iteration violation count is 1315. The achievable clock frequency is 170 MHz. The final setup TNS is 0 ns.
cell usage in the layout, fill, tap and decap left out, drive strengths merged, types with 37 or more instances in the layout:
master	n
mux2	258
dfrtp	174
dfstp	66
nand2	61
mux2i	37
clkbuf	43
nor2	45
buf	69
a22oi	61
a21oi	88
clkdlybuf4s50	55
final cells by class:
class                      count  area share (%)
multi-input combinational    859            44.9
clock inverter                 6           0.530
sequential                   240            39.0
inverter                      15           0.385
clock buffer                  43            4.85
timing repair buffer         124            6.74
tap                          448            3.59
cells by family after synthesis:
family          count (synthesis)  share of synthesized area [%]
flops                         240                           44.4
compound gates                349                           17.9
simple gates                  211                           7.92
mux                           299                           25.1
buf+inv                       125                           4.66
critical path: stages:
cell and delay [ns]:
sky130_fd_sc_hd__clkdlybuf4s50_1 0.79, sky130_fd_sc_hd__buf_4 0.39, sky130_fd_sc_hd__nand2b_1 0.46, sky130_fd_sc_hd__nor2_1 0.33, sky130_fd_sc_hd__a221oi_1 0.12, sky130_fd_sc_hd__or2_0 0.24, sky130_fd_sc_hd__a31oi_1 0.33, sky130_fd_sc_hd__clkdlybuf4s50_1 0.53
per-layer routing:
layer | track usage, % | vias up | routed length [µm] | part of all wire [%]
met2 | 44.2 | 733 | 22600 | 42
met4 | 10.6 | 0 | 2460 | 4.6
li1 | - | 4755 | - | -
met5 | 0 | - | 0 | 0
met3 | 13.1 | 182 | 6930 | 13
met1 | 46.7 | 5714 | 21700 | 40
worst min path at each step:
stage | end | slack (ns)
final | reg_array[2][0] | 0.51
after global routing | reg_array[2][0] | 0.54
after CTS | reg_array[2][0] | 0.51
report_power, final:
part           switching, mW  internal (mW)  total, mW
clock                  0.586          0.844       1.43
sequential             0.336           1.86       2.20
combinational          0.464          0.545       1.01
per-stage QoR:
stage	total power, mW	instance area (µm²)	setup WS, ns	utilization, %	hold WS (ns)
6_report	4.64	15600	0.810	46.4	0.506
2_1_floorplan	2.76	13700	2.27	-	0.479
3_3_place_gp	3.19	14800	1.03	43.9	0.487
4_1_cts	4.64	15600	0.921	46.4	0.506
3_5_place_dp	3.19	14800	0.950	43.9	0.494
5_1_grt	4.83	15600	0.838	46.4	0.538
Power is estimated from default activity; no workload was simulated.
